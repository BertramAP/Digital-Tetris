==> /design/flow/design.v <==
`timescale 1ns / 1ps
module RamInitSpWf ( clk,
                    we,
                    en,
                    addr,
                    di,
                    dout);
    parameter
              ADDR_WIDTH = 8,
              DATA_WIDTH = 8,
              LOAD_FILE = "";
    input clk;
    input we;
    input en;
    input [ADDR_WIDTH-1:0] addr;
    input [DATA_WIDTH-1:0] di;
    output [DATA_WIDTH-1:0] dout;
    reg [DATA_WIDTH-1:0] RAM [(2**ADDR_WIDTH)-1:0];
    reg [DATA_WIDTH-1:0] dout;
    initial begin
        $readmemb(LOAD_FILE, RAM);
    end
    always @(posedge clk)
        begin
        if (en)
            begin
                if (we)
                    begin
                    RAM[addr] <= di;
                    dout <= di;
                    end
                else
                    dout <= RAM[addr];
            end
        end
endmodule
==> /design/flow/run.sh <==
#!/bin/bash
# OpenROAD 26Q1-2900-gdf79404cd8, Yosys 0.63+post, stock flow scripts
make -C /OpenROAD-flow-scripts/flow DESIGN_CONFIG=/design/flow/config.mk WORK_HOME=/design/flow/orfs finish
==> /design/flow/config.mk <==
export PLATFORM = sky130hd
export DESIGN_NAME = RamInitSpWf
export DESIGN_NICKNAME = RamInitSpWf
export VERILOG_FILES = /design/flow/design.v
export SDC_FILE = /design/flow/constraint.sdc
export NUM_CORES = 4
export LEC_CHECK = 1
export CORE_UTILIZATION = 40
export SYNTH_HDL_FRONTEND = slang
==> /design/flow/constraint.sdc <==
current_design RamInitSpWf

set clk_period 15.1
set clk_io_pct 0.2

create_clock -name clk0 -period $clk_period [get_ports {clk}]

set non_clock_inputs [all_inputs -no_clocks]
set_input_delay [expr $clk_period * $clk_io_pct] -clock clk0 $non_clock_inputs
set_output_delay [expr $clk_period * $clk_io_pct] -clock clk0 [all_outputs]
==> results.txt <==
From the run reports.

- The setup slack at placement is 6980 ps.
- The type of element capturing the critical path is a flip-flop.
- The clock-pin transition on the worst setup and hold timing paths reads 60 ps.
- The detailed placement HPWL is 130000 µm.
- The final cell count without fillers is 6791.
- The area fraction in and, or, nand and nor cells reads 2.79%.
- The internal portion of total power is 9.20 mW.
- The post-layout period usage of the worst path reads 47.6%.
- By area the synthesized netlist is led by sky130_fd_sc_hd__edfxtp_1 77%, sky130_fd_sc_hd__mux4_2 14%, sky130_fd_sc_hd__mux2i_1 1.9%, sky130_fd_sc_hd__nor2_1 1.3%, sky130_fd_sc_hd__a22oi_1 0.77%.
- The horizontal die dimension reported for this design is 450 µm.
- The worst max-slew margin expressed relative to the limit is 29.1%.
- At the end of routability-driven placement, the weighted congestion stood at 0.910.
- The area share of the largest cell type after synthesis reads 77.0%.
- The area of the chip reads 202000 µm².
- The total design power is 11.7 mW.
- The flow ran to the end, and the final reports show no timing, DRC or antenna violations.
- The post-synth tally of flip-flops with integrated enable reads 2056.
- Yosys reports that the most numerous cell types are 2056 x sky130_fd_sc_hd__edfxtp_1, 495 x sky130_fd_sc_hd__mux4_2, 276 x sky130_fd_sc_hd__nor2_1, 152 x sky130_fd_sc_hd__mux2i_1, 94 x sky130_fd_sc_hd__nand2_1.
- After detailed routing, the total wire length is 213000 µm.
- The share of total power in combinational logic reads 5.0%.
- The setup skew after layout reads 66.8 ps.
- The reg-to-reg setup timing slack reads 11940 ps.
- The required time at the worst endpoint is listed as 15690 ps.
- From synthesis to final layout, the design area changed by 13.0%.
- Per the finish-stage timing summary, setup violations number 0.
- The path class of the tightest hold or removal check is flip-flop to flip-flop.
- The largest area contributor in the netlist is sky130_fd_sc_hd__edfxtp_1.
- The via count of the first global-routing pass reads 42800.
- The master of the slowest instance on the critical path is sky130_fd_sc_hd__a2111oi_0.
- The most numerous cell on the critical path is sky130_fd_sc_hd__buf_4.
- The synthesized netlist devotes 0% of its cell area to XOR and XNOR gates.
- Cells fill 45.7% of the core in the end.
- The count of warnings emitted by yosys reads 0.
- Summed over all layers, the global routing overflow is 0.
- The total of flip-flops plus latches after synthesis reads 2056.
- The clock root buffer master reads sky130_fd_sc_hd__clkbuf_16.
- The number of buffers on the longest clock path reads 3.
- The number of warnings the tools reported is 29.
- The row count reads 163.
- The core box area is 198000 µm².
- Per the final timing report, the hold violations number 0.
- Entering global routing, the biggest net connects 137 pins.
- The area of all placed cells without fillers reads 90600 µm².
- A synthesized cell averages 21.4 µm².
- Summing over every cut layer, the via total after detailed routing is 39000.
- Per the synthesis report, the number of distinct cell types is 58.
- The report counts max-capacitance violations totalling 0.
- The share of layout cells above drive strength 1 reads 25.4%.
- Summed over all failing endpoints, the final setup total negative slack is 0 ps.
- The switching portion of total power is 21.5%.
- Summing every instance area after synthesis gives 80200 µm².
- Setup repair after global routing left no endpoint under its margin.
- The share of synthesized registers carrying an async set or reset is 0%.
- The post-route worst setup slack is 7910 ps.
- Summing all multiplexer cells gives an area fraction of 15.9%.
- The adder and majority gate portion of the synthesized area is 0%.
- The first-pass GRT wire length is 308000 µm.
- Post-synthesis, Yosys gives the total cell area as 80200 µm².
- The final critical delay including setup and external delays reads 7190 ps.
- The net switching power is 2.51 mW.
- The die height is 450 µm.
- The leakage component of the power reads 28.1 nW.
- The compound-gate portion of the synthesized area reads 2.48%.
- Clock tree synthesis found a total of 2056 sinks.
- After clock tree synthesis, the repair step resized 0 gates.
- For this design, the CTS-stage hold fixing added 0 buffers.
- The initial antenna violation count reads 4.
- The final number of max-transition violations reads 0.
- The number of ports placed on the die boundary reads 27.
- Of the synthesized area, sequential elements account for 77.0%.
- In this run, CTS created clock tree buffers numbering 199.
- After synthesis, the largest family of logic cells by area is multiplexers.
- In the log, the iteration count for the first detailed-route pass is 5.
- The remaining design rule violation count is 0.
- The post-CTS repair timing setup buffer count is 0.
- Looking at the setup timing report, the critical path kind is primary input to flip-flop.
- The maximum operating frequency reads 0.139 GHz.
- The number of port buffers is 26.
- Dividing the detail-routed via count by the number of cells gives 5.75.
- STA classifies the critical path startpoint as a primary input.
- The critical-path maximum fanout is 47.
- The transition time at the pin with the least slew margin reads 1060 ps.
- In the floorplan report the effective utilization is 40.4%.
- The clock tree from TritonCTS is yes.
- The average routed wire per standard cell is 31.3 µm.
- The number of cells after detailed placement is 6422.
- The global routing usage summed across all routing layers reads 23.5%.
- The placed cell area reads 84300 µm².
- Per report_power, the clock group accounts for 41.2% of the total.
- Listed in order, past its start point the critical path passes buf_8, buf_4, buf_4, buf_4, mux4_2, mux2i_1, o22ai_1, a21oi_1, o21ai_0, a2111oi_0, buf_4, o211ai_1.
- The filler cells instantiated in the layout total 16200.
- The cell total in the yosys stat output reads 3747.
- The tally of nets with antenna violations remaining after routing reads 0.
- The largest stage delay on the critical path reads 760 ps.
- The fraction of power consumed by sequential logic reads 53.7%.
- Hold timing on the final database bottoms out at a slack of 1050 ps.
- The later pin in the worst-skew pair is clocked with a latency of 850 ps.
- The number of design-rule violations left by the first detailed-router iteration reads 2702.
- The worst VDD IR drop from the latest analysis is 0.107 mV.
- Total power normalized to cell area comes to 129 nW/µm².
- The data arrival time reported for the critical path is 7770 ps.
- The H-tree level count is 4.
- sky130_fd_sc_hd__edfxtp_1 is the most common cell in the netlist.
- The main flop type is sky130_fd_sc_hd__edfxtp_1.
- Per the post-synthesis report, the number of cells in the design is 3747.
final cells by class:
cell class | count | area [µm²] | share of cell area, %
Sequential cell | 2056 | 61700 | 68.1
Clock inverter | 112 | 1040 | 1.14
Clock buffer | 247 | 5250 | 5.79
Multi-Input combinational cell | 1452 | 17100 | 18.8
Inverter | 4 | 15.0 | 0.0166
Antenna cell | 10 | 25.0 | 0.0276
Tap cell | 2640 | 3300 | 3.65
Timing Repair Buffer | 270 | 2170 | 2.39
critical path, delay by kind of cell:
kind	cells	cell delay, ps
multiplexers	2	750
AND-OR/OR-AND	5	1400
buffers and inverters	5	2490
routing by layer:
layer | global-route usage (%) | wire (µm) | part of all wire (%)
met1 | 29.2 | 69100 | 32
met2 | 33.3 | 98500 | 46
met3 | 17.5 | 36300 | 17
met4 | 7.03 | 8540 | 4.0
met5 | 0.971 | 287 | 0.13
flip-flops by register name, indices dropped and copies added (netlist names):
| name | flops |
|---|---|
| dout | 8 |
| RAM | 2048 |
cell families after synthesis:
| family | count (synthesis) |
|---|---|
| compound gates | 276 |
| buf+inv | 239 |
| flops | 2056 |
| mux | 657 |
| simple gates | 519 |
power groups by stage:
stage,registers (mW),clock network (mW),logic (mW)
4_1_cts,6.30,4.91,0.594
5_1_grt,6.29,5.12,0.629
6_report,6.30,4.83,0.591
placed cells by master, fill, tap and decap left out, types with 8 or more instances in the layout:
| cell | instances |
|---|---|
| sky130_fd_sc_hd__nor3_1 | 22 |
| sky130_fd_sc_hd__diode_2 | 10 |
| sky130_fd_sc_hd__nand3_1 | 49 |
| sky130_fd_sc_hd__nand2_1 | 94 |
| sky130_fd_sc_hd__buf_4 | 241 |
| sky130_fd_sc_hd__bufinv_16 | 15 |
| sky130_fd_sc_hd__edfxtp_1 | 2056 |
| sky130_fd_sc_hd__clkdlybuf4s50_1 | 11 |
| sky130_fd_sc_hd__clkbuf_8 | 8 |
| sky130_fd_sc_hd__mux2i_1 | 152 |
| sky130_fd_sc_hd__a21oi_1 | 40 |
| sky130_fd_sc_hd__mux2_2 | 10 |
| sky130_fd_sc_hd__a22oi_1 | 82 |
| sky130_fd_sc_hd__nand4_1 | 22 |
| sky130_fd_sc_hd__clkbuf_16 | 203 |
| sky130_fd_sc_hd__a22o_1 | 16 |
| sky130_fd_sc_hd__a211oi_1 | 17 |
| sky130_fd_sc_hd__mux4_2 | 495 |
| sky130_fd_sc_hd__nor2_1 | 273 |
| sky130_fd_sc_hd__o22ai_1 | 8 |
| sky130_fd_sc_hd__clkinv_2 | 38 |
| sky130_fd_sc_hd__nand2b_1 | 8 |
| sky130_fd_sc_hd__nor2b_1 | 17 |
| sky130_fd_sc_hd__clkinv_1 | 41 |
| sky130_fd_sc_hd__clkbuf_1 | 44 |
| sky130_fd_sc_hd__a31oi_1 | 10 |
| sky130_fd_sc_hd__a221oi_1 | 20 |
| sky130_fd_sc_hd__o21ai_0 | 25 |
path summary, 6_finish.rpt:
kind                                           to  depth (start not counted)             startpoint
worst min register to register  dout[4]$_DFFE_PP_                          5  RAM[248][4]$_DFFE_PP_
worst min-delay path            dout[4]$_DFFE_PP_                          5  RAM[248][4]$_DFFE_PP_
worst max-delay path            dout[3]$_DFFE_PP_                         12                addr[0]
worst max register to register  dout[2]$_DFFE_PP_                          6  RAM[155][2]$_DFFE_PP_
Power is estimated from default activity; no workload was simulated.
