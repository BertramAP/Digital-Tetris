### design.v
`timescale 1ns / 1ps
module RamSpWf ( clk,
                    we,
                    en,
                    addr,
                    di,
                    dout);
    parameter
              ADDR_WIDTH = 8,
              DATA_WIDTH = 8;
    input clk;
    input we;
    input en;
    input [ADDR_WIDTH-1:0] addr;
    input [DATA_WIDTH-1:0] di;
    output [DATA_WIDTH-1:0] dout;
    reg [DATA_WIDTH-1:0] RAM [(2**ADDR_WIDTH)-1:0];
    reg [DATA_WIDTH-1:0] dout;
    always @(posedge clk)
        begin
        if (en)
            begin
                if (we)
                    begin
                    RAM[addr] <= di;
                    dout <= di;
                    end
                else
                    dout <= RAM[addr];
            end
        end
endmodule
### run.sh
#!/bin/bash
# OpenROAD 26Q1-2900-gdf79404cd8, Yosys 0.63+post, stock flow scripts
make -C /OpenROAD-flow-scripts/flow DESIGN_CONFIG=/design/flow/config.mk WORK_HOME=/design/flow/orfs finish
### config.mk
export PLATFORM = sky130hd
export DESIGN_NAME = RamSpWf
export DESIGN_NICKNAME = RamSpWf
export VERILOG_FILES = /design/flow/design.v
export SDC_FILE = /design/flow/constraint.sdc
export NUM_CORES = 4
export LEC_CHECK = 1
export CORE_UTILIZATION = 40
export SYNTH_HDL_FRONTEND = slang
### constraint.sdc
current_design RamSpWf

set clk_period 15.1
set clk_io_pct 0.2

create_clock -name clk0 -period $clk_period [get_ports {clk}]

set non_clock_inputs [all_inputs -no_clocks]
set_input_delay [expr $clk_period * $clk_io_pct] -clock clk0 $non_clock_inputs
set_output_delay [expr $clk_period * $clk_io_pct] -clock clk0 [all_outputs]
==> run_results.csv <==
group,metric,value,unit
synth,synth_seq_share,77.0,%
global_routing,antenna_found_initial,4,
worst_hold_path,hold_depth,5,
placement,dp.final_hpwl,130000,um
cts,htreeDepth,4,
cts,cts_buffer_depth,3,
cts,cts_tree,"built",
layout,drive_above_1_share,25.4,%
route,dr.pass1.iters,5,
synth,synth-cells-yosys,3747,
synth,syn_area_per_cell,21.4,sq um
layout,fillCellCount,16237,
power,p_per_area,129,nW/um^2
route,wl,213000,um
cts,cts_root_buf,"clkbuf_16",
cts,post_cts_buffers,0,
worst_setup_path,worst_path_largest_cell_delay,760,ps
synth,ys.flop_type,"edfxtp_1",
synth,ys.warnings.count,0,
synth,yosysChipArea,80200,sq um
global_routing,grt_pass1_wl,308000,um
worst_setup_path,crit_type,"in -> reg",
route,drcViolationCount,0,
synth,synth_flops,2056,
worst_setup_path,cp.required,15690,ps
power,p_clk_share,41.2,%
power,combPwrFrac,5.0,%
route,drt-vias-per-instance,5.75,
final_timing,hold_violations,0,
final_timing,post-route-period-util,47.6,%
final_timing,clock_skew,66.8,ps
synth,edf_count,2056,
worst_setup_path,r2r_setup_slack,11940,ps
route,wl_per_cell,31.3,um
power,ir_drop,0.000107,V
route,drt_iter0_drc,2702,
final_timing,slew_violations,0,
floorplan,die_h,450,um
run,warnings,29,
layout,area.sequential,61700,sq um
worst_hold_path,hold_path.class,"reg -> reg",
final_timing,timing.final.crit_period,7190,ps
synth,synthCells,3747,
global_routing,grt_pass1_vias,42829,
global_routing,grt_usage,23.5,%
route,ant_nets,0,
layout,layout.area.comb,17100,sq um
worst_hold_path,holdCritStartpoint,"RAM[248][4]$_DFFE_PP_",
cts,clk_pin_slew,60,ps
placement,dp_cells,6422,
power,p_sw_share,21.5,%
floorplan,dieArea,202000,sq um
cts,ctsHoldBuffers,0,
worst_setup_path,r2r-start,"RAM[155][2]$_DFFE_PP_",
global_routing,grt.overflow.total,0,
cts,cts.sinks,2056,
worst_setup_path,path_max_fanout,47,
cts,clock_latency,850,ps
worst_setup_path,crit_chain,"buf_8 -> buf_4 -> buf_4 -> buf_4 -> mux4_2 -> mux2i_1 -> o22ai_1 -> a21oi_1 -> o21ai_0 -> a2111oi_0 -> buf_4 -> o211ai_1",
final_timing,worstMarginPinSlew,1060,ps
power,power.switching,2.51,mW
floorplan,fp-utilization,40.4,%
layout,syn2layout_area_growth,13.0,%
synth,synth-async-reset-ratio,0,%
floorplan,rows,163,
final_timing,fmax,139,MHz
cts,cts_made_buffers,199,
placement,gp_congestion,0.910,
floorplan,core,198000,sq um
placement,port_buffers,26,
power,p_int,9.20,mW
power,power_frac_seq,53.7,%
final_timing,fin_setup_tns,0,ps
layout,instances_no_fill,6791,
worst_hold_path,holdPathEnd,"dout[4]$_DFFE_PP_",
run_status,status,"finished clean",
final_timing,finalSetupViolCount,0,
worst_setup_path,r2r_cells,6,
floorplan,ios,27,
final_timing,rsz0062_at_grt,"no",
worst_setup_path,r2r_end,"dout[2]$_DFFE_PP_",
worst_setup_path,crit_path_frequent_cell,"buf_4",
worst_setup_path,crit_path_start_kind,"input port",
final_timing,timing.hold.ws,1050,ps
run,max_cap_violations,0,
global_routing,grt_max_degree,137,
floorplan,dieWidth,450,um
route,via_count,39047,
cts,cts-resized-gates,0,
worst_setup_path,critPathCaptureType,"flip-flop",
final_timing,relSlewSlack,29.1,%
worst_setup_path,arrival,7770,ps
power,leakagePower,28.1,nW
worst_setup_path,slowest_stage,"a2111oi_0",
synth,syn_area,80200,sq um
synth,yosysUniqueCellTypes,58,
## cell type report
type,instances,share of cell area [%]
repair buffers,270,2.39
inverters,4,0.0166
clock buffers,247,5.79
multi-input cells,1452,18.8
diodes,10,0.0276
well taps,2640,3.65
clock inverters,112,1.14
flip-flops and latches,2056,68.1
## registers in the layout, summed over array words and instances (netlist names)
name  cells
RAM    2048
dout      8
## worst max-delay path, delay by kind of cell
kind | cells | cell delay (ps)
buffers and inverters | 5 | 2490
AOI/OAI and AO/OA | 5 | 1400
muxes | 2 | 750
## metal layers
| layer | wire length (um) | track usage [%] |
|---|---|---|
| met1 | 69100 | 29.2 |
| met2 | 98500 | 33.3 |
| met3 | 36300 | 17.5 |
| met4 | 8540 | 7.03 |
| met5 | 287 | 0.971 |
## cell usage in the layout (no fill, tap or decap), types with 16 or more instances in the layout
| master | synthesis | layout |
|---|---|---|
| edfxtp_1 | 2056 | 2056 |
| mux4_2 | 495 | 495 |
| nor2_1 | 276 | 273 |
| buf_4 | 28 | 241 |
| clkbuf_16 | 0 | 203 |
| mux2i_1 | 152 | 152 |
| nand2_1 | 94 | 94 |
| a22oi_1 | 82 | 82 |
| nand3_1 | 49 | 49 |
| clkbuf_1 | 90 | 44 |
| clkinv_1 | 1 | 41 |
| a21oi_1 | 40 | 40 |
| clkinv_2 | 0 | 38 |
| o21ai_0 | 25 | 25 |
| nand4_1 | 22 | 22 |
| nor3_1 | 22 | 22 |
| a221oi_1 | 20 | 20 |
| nor2b_1 | 21 | 17 |
| a211oi_1 | 17 | 17 |
| a22o_1 | 16 | 16 |
## kinds of logic (layout without fill, tap and decap cells)
family	after synthesis	after routing	share of synthesized area, %
other	0	10	0
and+or+nand+nor	519	519	2.79
DFF	2056	2056	77.0
muxes	657	657	15.9
buffers and inverters	239	633	1.76
AOI/OAI and AO/OA	276	276	2.48
## worst max-delay path by stage
stage,startpoint,endpoint,slack (ps),cells after the start
finish,addr[0],dout[3]$_DFFE_PP_,7910,12
CTS,addr[0],dout[3]$_DFFE_PP_,7880,12
global route,addr[0],dout[3]$_DFFE_PP_,7610,12
## stage by stage
| step | util, % | setup WS [ps] | total power [mW] | cell area [sq um] |
|---|---|---|---|---|
| 5_1_grt | 45.7 | 7610 | 12.0 | 90600 |
| 3_3_place_gp | 42.5 | 6980 | 7.01 | 84300 |
| 6_report | 45.7 | 7910 | 11.7 | 90600 |
| 4_1_cts | 45.7 | 7880 | 11.8 | 90600 |
| 3_5_place_dp | 42.5 | 6980 | 7.01 | 84300 |
| 2_1_floorplan | - | 9630 | 6.73 | 80200 |
## cell usage after synthesis, types with 3 or more instances
cell type / number / area, sq um
buf_12: 3 / 60.1
nand3_1: 49 / 245
nor2b_1: 21 / 131
a211oi_1: 17 / 128
a22o_1: 16 / 140
nor3b_1: 4 / 30.0
o211ai_1: 7 / 52.6
a22oi_1: 82 / 616
nor4_1: 5 / 31.3
mux4_2: 495 / 11100
a31oi_1: 10 / 62.6
a32oi_1: 5 / 43.8
o221ai_1: 5 / 43.8
and2_1: 6 / 37.5
buf_1: 15 / 56.3
o2111ai_1: 7 / 61.3
mux2_2: 10 / 113
a41oi_1: 4 / 35.0
clkbuf_1: 90 / 338
o22ai_1: 8 / 50.1
edfxtp_1: 2056 / 61700
nand2b_1: 8 / 50.1
a21oi_1: 40 / 200
and3_1: 5 / 31.3
or3_1: 5 / 31.3
buf_2: 62 / 310
buf_4: 28 / 210
nor3_1: 22 / 110
mux2i_1: 152 / 1520
a21o_1: 4 / 30.0
inv_1: 3 / 11.3
o21ai_0: 25 / 125
buf_6: 34 / 383
nor2_1: 276 / 1040
nand4_1: 22 / 138
a221oi_1: 20 / 175
nand2_1: 94 / 353
o21ai_1: 5 / 25.0
a2111oi_0: 3 / 26.3
## power by group through the flow
| stage | combinational (mW) | clock (mW) | sequential (mW) |
|---|---|---|---|
| after CTS | 0.594 | 4.91 | 6.30 |
| after global routing | 0.629 | 5.12 | 6.29 |
| final | 0.591 | 4.83 | 6.30 |
No activity file was given, so power comes from the tool's default toggle rates.
